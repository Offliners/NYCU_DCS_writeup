$ cat design/flow/run.sh
#!/bin/bash
# OpenROAD 26Q1-2900-gdf79404cd8, Yosys 0.63+post, stock flow scripts
make -C /OpenROAD-flow-scripts/flow DESIGN_CONFIG=/design/flow/config.mk WORK_HOME=/design/flow/orfs finish
$ cat design/flow/config.mk
export PLATFORM = sky130hd
export DESIGN_NAME = P_MUL
export DESIGN_NICKNAME = P_MUL
export VERILOG_FILES = /design/flow/design.v
export SDC_FILE = /design/flow/constraint.sdc
export NUM_CORES = 4
export LEC_CHECK = 1
export CORE_UTILIZATION = 30
$ cat design/flow/constraint.sdc
current_design P_MUL

set clk_period 18.5
set clk_io_pct 0.2

create_clock -name clk0 -period $clk_period [get_ports {clk}]

set non_clock_inputs [all_inputs -no_clocks]
set_input_delay [expr $clk_period * $clk_io_pct] -clock clk0 $non_clock_inputs
set_output_delay [expr $clk_period * $clk_io_pct] -clock clk0 [all_outputs]
$ cat design/flow/design.v
module P_MUL(
	clk,
    rst_n,
    in_1,
    in_2,
    in_3,
    in_4,
    in_valid,
	out_valid,
	out
);
input clk, rst_n, in_valid;
input [46:0] in_1, in_2, in_3, in_4;
output logic out_valid;
output logic [95:0] out;
logic [95:0] next_out;
logic next_out_valid;
logic [47:0] sum_A, sum_B;
logic [47:0] next_sum_A, next_sum_B;
logic stage1_valid, next_stage1_valid; 
logic [31:0] mul_A, mul_B, mul_C, mul_D, mul_E, mul_F, mul_G, mul_H, mul_I;
logic [31:0] next_mul_A, next_mul_B, next_mul_C, next_mul_D, next_mul_E, next_mul_F, next_mul_G, next_mul_H, next_mul_I;
logic stage2_valid, next_stage2_valid;
logic [95:0] sum_C, next_sum_C;
logic stage3_valid, next_stage3_valid;
always_ff @(posedge clk or negedge rst_n) begin
    if(!rst_n) begin
        sum_A        <= 48'd0;
        sum_B        <= 48'd0;
        stage1_valid <= 1'b0;
    end
    else begin
        sum_A        <= next_sum_A;
        sum_B        <= next_sum_B;
        stage1_valid <= next_stage1_valid;
    end
end
always_comb begin
    if(in_valid) begin
        next_sum_A        = in_1 + in_2;
        next_sum_B        = in_3 + in_4;
        next_stage1_valid = 1'b1;
    end
    else begin
        next_sum_A        = 48'd0;
        next_sum_B        = 48'd0;
        next_stage1_valid = 1'b0;
    end
end
always_ff @(posedge clk or negedge rst_n) begin
    if(!rst_n) begin
        mul_A        <= 32'd0;
        mul_B        <= 32'd0;
        mul_C        <= 32'd0;
        mul_D        <= 32'd0;
        mul_E        <= 32'd0;
        mul_F        <= 32'd0;
        mul_G        <= 32'd0;
        mul_H        <= 32'd0;
        mul_I        <= 32'd0;
        stage2_valid <= 1'b0;
    end
    else begin
        mul_A        <= next_mul_A;
        mul_B        <= next_mul_B;
        mul_C        <= next_mul_C;
        mul_D        <= next_mul_D;
        mul_E        <= next_mul_E;
        mul_F        <= next_mul_F;
        mul_G        <= next_mul_G;
        mul_H        <= next_mul_H;
        mul_I        <= next_mul_I;
        stage2_valid <= next_stage2_valid;
    end
end
always_comb begin
    if(stage1_valid) begin
        next_mul_A = sum_A[15:0]  * sum_B[15:0];
        next_mul_B = sum_A[31:16] * sum_B[15:0];
        next_mul_C = sum_A[47:32] * sum_B[15:0];
        next_mul_D = sum_A[15:0]  * sum_B[31:16];
        next_mul_E = sum_A[31:16] * sum_B[31:16];
        next_mul_F = sum_A[47:32] * sum_B[31:16];      
        next_mul_G = sum_A[15:0]  * sum_B[47:32];
        next_mul_H = sum_A[31:16] * sum_B[47:32];
        next_mul_I = sum_A[47:32] * sum_B[47:32];
        next_stage2_valid = 1'b1;
    end
    else begin
        next_mul_A = 32'd0;
        next_mul_B = 32'd0;
        next_mul_C = 32'd0;
        next_mul_D = 32'd0;
        next_mul_E = 32'd0;
        next_mul_F = 32'd0;      
        next_mul_G = 32'd0;
        next_mul_H = 32'd0;
        next_mul_I = 32'd0;
        next_stage2_valid = 1'b0;
    end
end
always_ff @(posedge clk or negedge rst_n) begin
    if(!rst_n) begin
        sum_C        <= 96'd0;
        stage3_valid <= 1'b0;
    end
    else begin
        sum_C        <= next_sum_C;
        stage3_valid <= next_stage3_valid;
    end
end
always_comb begin
    if(stage2_valid) begin
        next_sum_C        = {mul_C, 32'b0} + {mul_B, 16'b0} + mul_A + {mul_F, 48'b0} + {mul_E, 32'b0} + {mul_D, 16'b0} + {mul_I, 64'b0} + {mul_H, 48'b0} + {mul_G, 32'b0};
        next_stage3_valid = 1'b1;
    end
    else begin
        next_sum_C        = 96'd0;
        next_stage3_valid = 1'b0;
    end
end
always_ff @(posedge clk or negedge rst_n) begin
    if(!rst_n) begin
        out       <= 96'd0;
        out_valid <= 1'b0;
    end
    else begin
        out       <= next_out;
        out_valid <= next_out_valid;
    end
end
always_comb begin
    if(stage3_valid) begin
        next_out       = sum_C;
        next_out_valid = 1'b1;
    end
    else begin
        next_out       = 96'd0;
        next_out_valid = 1'b0;
    end
end
endmodule
==> changes_impl.md <==
### Changed

- Outcome: finished clean
- GRT Overall Usage: 0.184
- CTS clk-pin slew, worst paths: around 0.07 ns
- Resized cells post-CTS: 0
- Yosys adder share: 0.496
- Max Root-Sink Buffers: 3
- Via count: around 76000
- Num ports: 288
- Setup Fix Bufs, Post-CTS: 0
- ANT nets after route: 0
- Synth cell count leaders: inv_1, fa_1, nand2_1, and2_1, ha_1
- Core Util at FP: 0.302
- Slew @ Worst Pin: 1.01 ns
- Mux share: 0.000953
- Number of remaining DRC errors: 0
- Clk latency late pin: between 0.7 and 0.8 ns
- WS Path Type: reg -> reg
- Tool warnings: 25
- Hold WS: about 0.45 ns
- Filler cells: roughly 36000
- Critical-path top delay cell: dfrtp_1
- Die Ht: roughly 590 um
- Min-delay worst type: reg -> reg
- Clk root buf: clkbuf_16
- Hold Vio Cnt, Final: 0
- Most frequent CP cell: fa_1
- Yosys Instances: 11500
- Die Width: 594 um
- Total die size: ~0.35 mm^2
- Hpwl dp: about 240000 um
- Max-Cap Viols: 0
- Worst Path Required: between 15 and 20 ns
- TritonCTS clock tree: built
- FP Rows: around 220
- Largest net degree at the start of global routing: a little under 70
- PwrDens: ~120 mW/mm^2
- Critical path capture point type: register
- Asr flop ratio synth: 1.00
- Synth Flop Type: dfrtp_1
- Final cycle utilization of the critical path: 0.421
- GPL Wtd Cong: around 0.94
- Syn_area_per_cell: 9.15 um^2
- Distinct lib cells used: ~83
- Layout cell share with drive strength beyond 1: 0.0365
- Core ar.: 0.347 mm^2
- WL final: 302000 um
- CP Launch Type: register
- Synth logic family: adder cells
- AO/OA Area Share: 0.0711
- Non-Filler Instances: 16100
- Initial DRC count: about 3700
- Drt first pass iters: 6
- Synth Instances: 11500
- Leak: between 50 and 60 nW
- Placed cells: about 16000
- Synth area leaders: fa_1, dfrtp_1, ha_1, inv_1, and2_1
- Period minus WS final: ~8 ns
- TNS Setup: 0 ns
- Post-Syn Area: 0.105 mm^2
- Worst path cell trace: buf_4, nand2_1, fa_1, inv_1, fa_1, fa_1, fa_1, fa_1, inv_1, fa_1, inv_1, ha_1, and3_1, nand3_1, a211oi_1, o2111ai_1, a31oi_1, o21ai_0, nand3_1, nor3b_1
- FMAX: approximately 0.13 GHz
- VDD IR max: 0.102 mV
- Yosys warns: 1
- Clk sink count: between 500 and 600
- Count leader, synth: inv_1
- Cell type with the largest total area: fa_1
- Post-synth EDFFs: 0
- Register share after synthesis: 0.138
- Number of H-tree levels: 3
- CP delay by family, top: adder cells
- Final setup fails: 0
- RSZ-0062 raised after global routing: no
- Crit path arrival time: 8.33 ns
- Hold_buf cts: 0
- Synth flops: between 500 and 600
- Number of global-route vias before repair: about 80000
- Yosys stat chip area: roughly 0.11 mm^2
- Input/output buffers: 287
- Layout area overhead: 10.2%
- CP Buf/Inv Count: 4
- Top cell area share: 0.358
- Yosys simple share: 0.169
- Overflow after GRT: 0
- Skew final: 0.0660 ns
- CP Max Fanout: between 40 and 50
- CP max stage delay: 0.77 ns
- Worst rel slew slack: 0.319
- Xor and xnor area share after synthesis: 0.0277
- First-pass GRT wire length: about 480000 um
- CTS Buf Count: 79
- Vias per cell: ~4.7
- Initial antenna violation count: 13
- WL/cell: approximately 19 um
- Fin. max-slew vios: 0
==> sequential cells by signal, summed over array words and instances (netlist names), 48 cells and up <==
register / count
sum_B: 48
sum_C: 96
out: 96
sum_A: 48
==> final cells by class <==
type                       instances  area (um^2)  share of cell area
antenna                            2         5.00           0.0000433
clock buffer                     108         2190              0.0189
clock inverter                    38          621             0.00536
inverter                        2148         8070              0.0697
multi-input combinational       8164        80300               0.694
sequential                       580        14600               0.126
tap                             4578         5730              0.0495
timing repair buffer             470         4250              0.0367
==> worst paths after layout <==
kind                           start   endpoint  slack (ns)  depth (start not counted)
max                        sum_A[36]  mul_F[23]       10.71                         20
min                        sum_C[85]    out[85]        0.45                          1
max reg2reg                sum_A[36]  mul_F[23]       10.71                         20
min reg2reg                sum_C[85]    out[85]        0.45                          1
max in group asynchronous      rst_n   mul_D[9]       12.55                          5
min in group asynchronous      rst_n    out[74]        2.93                          1
==> power by group <==
group / internal, mW / total (mW) / switching (mW) / leakage, nW
Sequential: 1.61 / 1.88 / 0.271 / 7.61
Combinational: 4.06 / 10.9 / 6.81 / 49.6
Clock: 0.983 / 1.67 / 0.686 / 1.35
==> per-layer routing <==
metal | track usage | vias to the layer above | part of all wire
li1 | - | 35000 | -
met1 | 0.266 | 37300 | 0.44
met2 | 0.247 | 2953 | 0.39
met3 | 0.107 | 316 | 0.14
met4 | 0.0314 | 12 | 0.023
met5 | 0.00595 | - | 0.00046
==> cell usage in the layout (no fill, tap or decap), types with 20 or more instances in the layout <==
cell type | Yosys | routed
clkdlybuf4s50_1 | 0 | 285
nand2b_1 | 73 | 73
a21o_1 | 192 | 192
clkbuf_16 | 0 | 79
nand4_1 | 44 | 44
and2_1 | 1220 | 1220
dfrtp_2 | 0 | 55
a21oi_1 | 339 | 339
nand2_1 | 1469 | 1469
fa_1 | 1877 | 1877
a31oi_1 | 48 | 48
buf_4 | 1 | 183
and3_1 | 48 | 48
nand3_1 | 84 | 84
dfrtp_1 | 580 | 524
o21bai_1 | 63 | 63
xor2_1 | 148 | 148
o21a_1 | 42 | 42
nor2b_1 | 63 | 63
nor2_1 | 486 | 486
inv_1 | 2146 | 2145
nor3_1 | 77 | 77
o31ai_1 | 24 | 24
a211oi_1 | 47 | 47
o21ai_0 | 217 | 217
ha_1 | 1158 | 1158
o211ai_1 | 20 | 20
or3_1 | 20 | 20
xnor2_1 | 184 | 184
==> per-stage QoR <==
stage	area [um^2]	total power, mW	setup WS [ns]	util
after detailed placement	113000	12.7	10.84	0.325
after global routing	116000	16.1	10.33	0.333
after global placement	113000	12.7	10.87	0.325
after floorplan	105000	9.19	11.81	-
after CTS	116000	14.5	10.83	0.333
final	116000	14.4	10.71	0.333
==> logic make-up after synthesis <==
family | count (synthesis)
DFF | 580
muxes | 10
AOI/OAI and AO/OA | 1149
buffers and inverters | 2729
adders and majority gates | 3035
xor gates and xnor gates | 332
and+or+nand+nor | 3638
Power and IR drop assume default switching activity.
