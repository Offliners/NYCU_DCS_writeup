### ./constraint.sdc
current_design IMG_SUB

set clk_period 5.6
set clk_io_pct 0.2

create_clock -name clk0 -period $clk_period [get_ports {clk}]

set non_clock_inputs [all_inputs -no_clocks]
set_input_delay [expr $clk_period * $clk_io_pct] -clock clk0 $non_clock_inputs
set_output_delay [expr $clk_period * $clk_io_pct] -clock clk0 [all_outputs]
### ./run.sh
#!/bin/bash
# OpenROAD 26Q1-2900-gdf79404cd8, Yosys 0.63+post, stock flow scripts
make -C /OpenROAD-flow-scripts/flow DESIGN_CONFIG=/design/flow/config.mk WORK_HOME=/design/flow/orfs finish
### ./config.mk
export PLATFORM = sky130hd
export DESIGN_NAME = IMG_SUB
export DESIGN_NICKNAME = IMG_SUB
export VERILOG_FILES = /design/flow/design.v
export SDC_FILE = /design/flow/constraint.sdc
export NUM_CORES = 4
export LEC_CHECK = 1
export CORE_UTILIZATION = 50
### ./design.v
module IMG_SUB(
    clk,
    rst_n,
    in_valid,
    in_image,
    out_valid,
    out_diff
);
input              clk, rst_n;
input              in_valid;
input        [3:0] in_image;
output logic       out_valid;
output logic [3:0] out_diff;
logic [3:0] image [17:0];
parameter IDLE        = 2'd0,
          INPUT_IMG   = 2'd1,
          OUTPUT_DIFF = 2'd2;
logic [1:0] state, next_state;
logic [4:0] counter;
logic next_out_valid;
logic [3:0] next_out_diff;
always_ff @(posedge clk or negedge rst_n) begin
    if(!rst_n)
        state <= IDLE;
    else
        state <= next_state; 
end
always_comb begin
    case(state)
        default:     next_state = IDLE;
        IDLE:        next_state = in_valid ? INPUT_IMG : IDLE;
        INPUT_IMG:   next_state = (counter == 5'd17) ? OUTPUT_DIFF : INPUT_IMG;
        OUTPUT_DIFF: next_state = (counter == 5'd26) ? IDLE : OUTPUT_DIFF;
    endcase
end
always_ff @(posedge clk or negedge rst_n) begin
    if(!rst_n)
        for(int i = 0; i <= 17; i++) begin
            image[i] <= 4'd0;
        end
    else if(in_valid) begin
        image[17] <= in_image;
        for(int i = 0; i < 17; i++) begin
            image[i] <= image[i + 1];
        end
    end
    else begin
        for(int i = 0; i <= 17; i++) begin
            image[i] <= image[i];
        end
    end
end
always_ff @(posedge clk or negedge rst_n) begin
    if(!rst_n)
        counter <= 5'd0;
    else
        counter <= (in_valid || out_valid) ? counter + 5'd1 : 5'd0;
end
assign out_valid = (state == OUTPUT_DIFF) ? 1'b1 : 1'd0;
assign out_diff  = (state == OUTPUT_DIFF) ? (image[counter - 5'd18] - image[counter - 5'd9]) : 4'd0;
endmodule
==> reports/qor.yml <==
detailed_routing:
  wl_per_cell_um: 21.3
  vias_per_cell: 6.66
  drt-total-wl_mm: 12.0
  n_antenna_cell: 0
  ant_nets: 0
  drt_iter0_markers: 297
  drc: 0
  vias: 3754
  first_pass_iters: 7
clock_tree:
  cts_tree: "done"
  cts_buffers: 9
  cts_sinks: 80
  root_buffer: "clkbuf_8"
  cts_max_level: 3
  worstSkewPairLatency_ns: 0.36
  holdBufCountCts: 0
  clk_path_buf_depth: 2
  clk_pin_slew_ns: 0.09
global_route:
  grt_pass1_vias: 3527
  grt_max_degree: 51
  antenna_found_initial: 0
  grt_pass1_wl_mm: 19.5
  grt.overflow.total: 0
  track_usage: 0.267
floorplanning:
  fp_util: 0.515
  die-area_sq_um: 9870
  die_h_um: 99.3
  num_rows: 35
  io_pins: 12
  dieWidth_um: 99.3
  coreArea_sq_um: 9200
finish:
  final_cell_mix: "dfrtp_1, mux2_2, nand2_1"
  flop_area_sq_um: 2010
  comb_area_sq_um: 2610
  nFillCells: 771
  final_layout_size_suffix_gt1_frac: 0.311
  final_common_cell: "dfrtp_1"
  syn_to_final_growth_pct: 10.2
run:
  drv_cap: 0
  openroad.warnings: 31
logic_synthesis:
  synth_area_sq_um: 4740
  ff_type: "dfrtp_1"
  synthCells: 435
  ys_ff: 80
  edf_count: 0
  ys_seq_frac: 0.423
  synthArstFlopShare: 1.00
  synth_chip_area_sq_um: 4740
  yosys_warnings: 2
  synthTopCellsByArea: "dfrtp_1, mux2_2, nand2_1, ha_1, a22oi_1"
  yosysTopAreaCell: "dfrtp_1"
  yosys.area.top_type_share: 0.417
  synth.distinct_cells: 64
  avgSynthCellArea_sq_um: 10.9
  ys_cells: 435
placement:
  place.gp.congestion: 0.952
  portBuffers: 11
  dp_hpwl_mm: 8.14
pwr:
  vdd_drop_max_mv: 0.229
  leakagePower_nw: 2.09
  p_total_mw: 2.58
  powerDensity_nw_per_um2: 494
timing:
  period_used_share: 0.953
  setup_tns_ns: 0
  slew_viol_final: 0
  fin_crit_ns: 5.34
  fin_skew_ns: 0.0130
  hold_viol_final: 0
  tightest_slew_ns: 0.785
  setup_violations: 0
  fmax_ghz: 0.187
  slew_headroom: 0.476
  rsz0062_at_grt: "false"
critical_path:
  path_class: "reg2out"
  crit_chain: "inv_1 -> ha_2 -> a21boi_2 -> xnor2_2 -> a2111oi_2 -> a21oi_1 -> a31oi_4 -> mux2i_2 -> ha_1 -> a21o_1 -> a21oi_1 -> o311ai_1 -> o41ai_2 -> clkdlybuf4s50_1"
  critPathArrivalTime_ns: 4.22
  r2r-start: "counter[1]"
  r2r-end: "state[2]"
  r2r_slack_ns: 3.67
  slowest_delay_ns: 0.50
  critPathMaxFanout: 9
  required_ns: 4.48
  start_kind: "flop"
  slowest_stage: "clkdlybuf4s50_1"
  r2r_cells: 6
  cpMostUsedCell: "a21oi_1"
  cp-end-kind: "primary output"
  crit_family: "AND-OR/OR-AND gates"
  path_buffers: 2
worst_hold_path:
  hp-start: "state[0]"
  worstHoldEndpoint: "state[0]"
  holdPathStages: 2
  hold_class: "reg2reg"
outcome:
  outcome: "finished, final reports clean"
## state kept, by name, summed over array words and instances, names as in the netlist
| name | count |
|---|---|
| image | 72 |
| counter | 5 |
| state | 3 |
## cell families after synthesis
logic type	count (synthesis)	synth area share
fa+ha+maj	12	0.0333
mux	81	0.196
xor+xnor	14	0.0338
buf+inv	38	0.0354
flops	80	0.423
compound gates	110	0.176
simple gates	100	0.102
## Yosys cell counts, types with 4 or more instances
cell type / n
ha_1: 11
a31oi_1: 15
inv_1: 8
dfrtp_1: 79
xor2_1: 5
a22oi_1: 18
nor2b_1: 5
nand3_1: 12
nor2_1: 17
buf_1: 7
a21oi_1: 16
clkbuf_1: 16
mux2_2: 71
mux2i_1: 6
nand2_1: 38
nor3_1: 8
o21ai_0: 8
and3_1: 6
a221oi_1: 12
buf_2: 4
xnor2_1: 4
o22ai_1: 5
## tightest hold or removal path, delay by kind of cell (launching register included)
kind / cells / cell delay (ns)
AOI/OAI and AO/OA: 1 / 0.07
DFF: 1 / 0.38
buffers and inverters: 1 / 0.05
## final cells by class
class	instances	area share
well taps	111	0.0266
inverters	9	0.00743
multi-input cells	317	0.500
clock buffers	10	0.0244
clock inverters	6	0.00887
flip-flops and latches	80	0.384
repair buffers	31	0.0484
## stage by stage
step	utilization	setup WS, ns	cell area (sq um)	hold WS [ns]	instances
after floorplan	-	1.19	4740	0.455	435
after global placement	0.541	0.448	4980	0.463	545
after detailed placement	0.541	0.400	4980	0.475	545
after CTS	0.561	0.00552	5160	0.489	561
after global routing	0.568	0.00433	5220	0.506	564
final	0.568	0.262	5220	0.488	564
## metal layers
metal | share of wire | up-vias | GRT usage
met5 | 0 | - | 0
met4 | 0.015 | 0 | 0.0464
met3 | 0.074 | 19 | 0.0515
met2 | 0.44 | 163 | 0.381
met1 | 0.47 | 1894 | 0.447
li1 | - | 1678 | -
## repair_timing
action                     4_1_cts  5_1_grt
resized                          2       11
setup endpoints to repair        2        3
setup buffers                    0        3
pin swaps                        0        2
## how the worst max path moves through the flow
stage | depth (start not counted) | slack [ns] | endpoint | startpoint
4_1_cts | 17 | 0.006 | out_diff[3] | counter[1]
5_1_grt | 14 | 0.004 | out_diff[3] | counter[1]
6_report | 14 | 0.26 | out_diff[3] | counter[1]
## report_power, final
group          switching (mW)  internal (mW)
combinational           0.610          0.550
sequential              0.249          0.788
clock                   0.222          0.163
No activity file was given, so power comes from the tool's default toggle rates.
