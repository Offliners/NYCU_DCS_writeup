$ cat constraint.sdc
current_design CN

set clk_period 21.4
set clk_io_pct 0.2

create_clock -name clk0 -period $clk_period

set non_clock_inputs [all_inputs -no_clocks]
set_input_delay [expr $clk_period * $clk_io_pct] -clock clk0 $non_clock_inputs
set_output_delay [expr $clk_period * $clk_io_pct] -clock clk0 [all_outputs]
$ cat design.v
module CN(
    opcode,
	in_n0,
	in_n1,
	in_n2,
	in_n3,
	in_n4,
	in_n5,
    out_n
);
input [3:0] in_n0, in_n1, in_n2, in_n3, in_n4, in_n5;
input [4:0] opcode;
output logic [8:0] out_n;
logic [4:0] value0, value1, value2, value3, value4, value5;
logic [4:0] lv0_n0, lv0_n1, lv0_n2, lv0_n3, lv0_n4, lv0_n5;
logic [4:0] lv1_n0, lv1_n1, lv1_n2, lv1_n3, lv1_n4, lv1_n5;
logic [4:0] lv2_n0, lv2_n1, lv2_n2, lv2_n3, lv2_n4, lv2_n5;
logic [4:0] lv3_n0, lv3_n1, lv3_n2, lv3_n3, lv3_n4, lv3_n5;
logic [4:0] lv4_n0, lv4_n1, lv4_n2, lv4_n3, lv4_n4, lv4_n5;
logic [4:0] lv5_n0, lv5_n1, lv5_n2, lv5_n3, lv5_n4, lv5_n5;
logic [4:0] lv6_n0, lv6_n1, lv6_n2, lv6_n3, lv6_n4, lv6_n5;
logic [4:0] lv7_n0, lv7_n1, lv7_n2, lv7_n3, lv7_n4, lv7_n5;
logic [4:0] lv8_n0, lv8_n1, lv8_n2, lv8_n3, lv8_n4, lv8_n5;
register_file reg_file0(.address(in_n0), .value(value0));
register_file reg_file1(.address(in_n1), .value(value1));
register_file reg_file2(.address(in_n2), .value(value2));
register_file reg_file3(.address(in_n3), .value(value3));
register_file reg_file4(.address(in_n4), .value(value4));
register_file reg_file5(.address(in_n5), .value(value5));
assign lv0_n0 = value0;
comparator cmp0(.smaller(lv0_n1), .bigger(lv0_n3), .a(value1), .b(value3));
assign lv0_n2 = value2;
assign lv0_n4 = value4;
assign lv0_n5 = value5;
comparator cmp1(.smaller(lv1_n0), .bigger(lv1_n5), .a(lv0_n0), .b(lv0_n5));
assign lv1_n1 = lv0_n1;
assign lv1_n2 = lv0_n2;
assign lv1_n3 = lv0_n3;
assign lv1_n4 = lv0_n4;
assign lv2_n0 = lv1_n0;
assign lv2_n1 = lv1_n1;
comparator cmp2(.smaller(lv2_n2), .bigger(lv2_n4), .a(lv1_n2), .b(lv1_n4));
assign lv2_n3 = lv1_n3;
assign lv2_n5 = lv1_n5;
assign lv3_n0 = lv2_n0;
comparator cmp3_0(.smaller(lv3_n1), .bigger(lv3_n2), .a(lv2_n1), .b(lv2_n2));
comparator cmp3_1(.smaller(lv3_n3), .bigger(lv3_n4), .a(lv2_n3), .b(lv2_n4));
assign lv3_n5 = lv2_n5;
comparator cmp4(.smaller(lv4_n0), .bigger(lv4_n3), .a(lv3_n0), .b(lv3_n3));
assign lv4_n1 = lv3_n1;
assign lv4_n2 = lv3_n2;
assign lv4_n4 = lv3_n4;
assign lv4_n5 = lv3_n5;
assign lv5_n0 = lv4_n0;
assign lv5_n1 = lv4_n1;
comparator cmp5(.smaller(lv5_n2), .bigger(lv5_n5), .a(lv4_n2), .b(lv4_n5));
assign lv5_n3 = lv4_n3;
assign lv5_n4 = lv4_n4;
comparator cmp6_0(.smaller(lv6_n0), .bigger(lv6_n1), .a(lv5_n0), .b(lv5_n1));
comparator cmp6_1(.smaller(lv6_n2), .bigger(lv6_n3), .a(lv5_n2), .b(lv5_n3));
comparator cmp6_2(.smaller(lv6_n4), .bigger(lv6_n5), .a(lv5_n4), .b(lv5_n5));
assign lv7_n0 = lv6_n0;
comparator cmp7_0(.smaller(lv7_n1), .bigger(lv7_n2), .a(lv6_n1), .b(lv6_n2));
comparator cmp7_1(.smaller(lv7_n3), .bigger(lv7_n4), .a(lv6_n3), .b(lv6_n4));
assign lv7_n5 = lv6_n5;
always_comb begin
    case(opcode[4:3])
        2'b00:
            {lv8_n0, lv8_n1, lv8_n2, lv8_n3, lv8_n4, lv8_n5} = {value0, value1, value2, value3, value4, value5};
        2'b01:
            {lv8_n0, lv8_n1, lv8_n2, lv8_n3, lv8_n4, lv8_n5} = {value5, value4, value3, value2, value1, value0};
        2'b10:
            {lv8_n0, lv8_n1, lv8_n2, lv8_n3, lv8_n4, lv8_n5} = {lv7_n5, lv7_n4, lv7_n3, lv7_n2, lv7_n1, lv7_n0};
        2'b11:
            {lv8_n0, lv8_n1, lv8_n2, lv8_n3, lv8_n4, lv8_n5} = {lv7_n0, lv7_n1, lv7_n2, lv7_n3, lv7_n4, lv7_n5};
    endcase
end
always_comb begin
    case(opcode[2:0])
        3'b000:
			out_n = lv8_n2 + (~lv8_n1 + 1);
        3'b001: 
            out_n = lv8_n0 + lv8_n3;
        3'b010:
            out_n = (lv8_n3 * lv8_n4) / 2;
        3'b011: 
            out_n = lv8_n1 + (lv8_n5 << 1);
        3'b100: 
            out_n = lv8_n1 & lv8_n2;
        3'b101: 
            out_n = ~lv8_n0;
        3'b110: 
            out_n = lv8_n3 ^ lv8_n4;
        3'b111: 
            out_n = lv8_n1 << 1; 
    endcase
end
endmodule
module comparator(
    a,
    b,
    smaller,
    bigger
);
input [4:0] a, b;
output [4:0] smaller, bigger;
assign smaller = (a < b) ? a : b;
assign bigger  = (a < b) ? b : a;
endmodule
module register_file(
    address,
    value
);
input [3:0] address;
output logic [4:0] value;
always_comb begin
    case(address)
    4'b0000:value = 5'd9;
    4'b0001:value = 5'd27;
    4'b0010:value = 5'd30;
    4'b0011:value = 5'd3;
    4'b0100:value = 5'd11;
    4'b0101:value = 5'd8;
    4'b0110:value = 5'd26;
    4'b0111:value = 5'd17;
    4'b1000:value = 5'd3;
    4'b1001:value = 5'd12;
    4'b1010:value = 5'd1;
    4'b1011:value = 5'd10;
    4'b1100:value = 5'd15;
    4'b1101:value = 5'd5;
    4'b1110:value = 5'd23;
    4'b1111:value = 5'd20;
    default: value = 0;
    endcase
end
endmodule
$ cat run.sh
#!/bin/bash
# OpenROAD 26Q1-2900-gdf79404cd8, Yosys 0.63+post, stock flow scripts
make -C /OpenROAD-flow-scripts/flow DESIGN_CONFIG=/design/flow/config.mk WORK_HOME=/design/flow/orfs finish
$ cat config.mk
export PLATFORM = sky130hd
export DESIGN_NAME = CN
export DESIGN_NICKNAME = CN
export VERILOG_FILES = /design/flow/design.v
export SDC_FILE = /design/flow/constraint.sdc
export NUM_CORES = 4
export LEC_CHECK = 1
export CORE_UTILIZATION = 30
==> design notes <==
The hold slack is 9.67 ns, and the final core utilization is 0.437. Class of the worst hold path: primary input to primary output. The flow ran to the end, and the final reports show no timing, DRC or antenna violations.

The average cell area after synthesis came out at 7.62 µm². The measured slew is the worst slew-check pin at 1.08 ns. Buffers placed on the I/O ports in this run total 38. Once placement finished, the instance area stood at 9180 µm². STA classifies the critical path endpoint as a primary output.

The critical path maximum fanout is 7. Note, the detailed placer reported a final HPWL of 19800 µm. The most common cell after layout, fill and taps aside is sky130_fd_sc_hd__buf_4.

In the routed netlist, the antenna diode instances number 0. Max-cap violation count: 0. The flip-flop and latch area was 0 µm².

Per the detail_route report, routed wire per instance is 16.2 µm. By instance count after routing, the leading logic cell types are sky130_fd_sc_hd__buf_4 (251), sky130_fd_sc_hd__ha_1 (106), sky130_fd_sc_hd__inv_1 (75). Class of the most critical setup path: primary input to primary output. With the layout overhead on the synthesized area at 42.6%, the total negative setup slack is 0 ns. The final clock period utilization by the worst path is 0.974, and the area figure in the yosys stat output is 6930 µm². Proportion of layout cells with a drive suffix above 1: 0.357.

In this run the cell area of the synthesized design comes to 6930 µm². The highest metal layer with signal wires is met4. The share of synthesized area occupied by flip-flops and latches came out at 0. Boundary pin count: 38. The run gives 0.269 for the relative max-transition margin. Warnings raised by the tools during the run amount to 61.

Per the detailed-route log, wirelength across all metal layers totals 23500 µm. The tools report the setup violation total in the final timing report as 0. In this run, post-CTS hold repair placed 0 buffers.

With the vertical die dimension at 154 µm, the stage delay of the slowest cell on the critical path is 0.54 ns. The final timing report derives a shortest allowable period of 20.84 ns. The number of design rule violations left after detail routing was 0.

The tools report the pin count of the biggest net entering global routing as 54. The final hold violation count was 0; the die outline width was 154 µm. The number of cells reported by Yosys stat comes to 910. The routed via count divided by cell count came out at 5.38.

The most critical setup path has its endpoint at out_n[3]. Number of antenna violations at the first check in global routing: 0. The nature of the critical path startpoint was a primary input.

With the violation count after the first detailed-routing iteration at 415, the area of the die is 23700 µm². The via count of the first global-routing pass came out at 6909. The critical path starts at in_n1[2]. For the count of different cell masters after synthesis, the log shows 93.

The highest attainable clock frequency is 0.0480 GHz. The core region is 22600 µm². According to the timing report, the arrival time at the worst endpoint equals 16.56 ns.

The first global-routing pass estimated 36300 µm of wire. The iteration count recorded for the first detailed-route pass is 5. In the per-layer summary, the met1 wirelength comes to 11400 µm. Detailed routing placed a total of 10500 µm of wire on met2. The initialized floorplan defines 55 standard-cell rows. For reference, the final report shows the max-slew violation count at 0.

The count of nets left with antenna violations once routing finished came out at 0. RePlAce ended its routability-driven mode at a weighted congestion of 0.980.

The number of flip-flops and latches is 0. The logs give 0.306 for the floorplan utilization and 0 for the overall overflow remaining after global route. The timing report shows that the slowest cell on the worst path is sky130_fd_sc_hd__fa_1. The number of clock buffers in the layout is 0. After filler insertion, the fill cell instance count of the layout stands at 2162.

Summing all non-filler instances in the final layout gives an area of 9880 µm². The required time at the worst endpoint is listed as 17.12 ns. The routed layout has 7803 vias. During synthesis, Yosys emitted a total of 2 warnings. The number of instances in the synthesized netlist was 910; the total global-route track usage was 0.195. Met3 wire length: 1290 µm.
## layout make-up
class                           instances  area [µm²]  area share
Inverter                               83         312      0.0315
Multi-Input combinational cell        789        6870       0.695
Tap cell                              285         357      0.0361
Timing Repair Buffer                  294        2350       0.237
## per-layer routing
| metal | global-route usage | vias to the layer above |
|---|---|---|
| met5 | 0 | - |
| met4 | 0.0190 | 0 |
| met3 | 0.0201 | 10 |
| met2 | 0.318 | 201 |
| met1 | 0.290 | 3649 |
| li1 | - | 3943 |
## logic make-up after synthesis
kind of cell             count (synthesis)  synth area share
AND-OR/OR-AND                          338             0.346
AND/OR/NAND/NOR                        227             0.172
adder cells (fa/ha/maj)                127             0.243
buffers and inverters                  121            0.0706
multiplexers                            83             0.151
XOR/XNOR                                14            0.0177
## cell usage after synthesis, types with 17 or more instances
cell | count | area [µm²]
sky130_fd_sc_hd__nand2_1 | 52 | 195
sky130_fd_sc_hd__a21o_1 | 25 | 188
sky130_fd_sc_hd__nand2b_1 | 17 | 106
sky130_fd_sc_hd__nor2_1 | 58 | 218
sky130_fd_sc_hd__a21oi_1 | 82 | 410
sky130_fd_sc_hd__mux2i_1 | 52 | 521
sky130_fd_sc_hd__inv_1 | 83 | 312
sky130_fd_sc_hd__ha_1 | 114 | 1430
sky130_fd_sc_hd__nor3_1 | 18 | 90.1
sky130_fd_sc_hd__nor2b_1 | 17 | 106
sky130_fd_sc_hd__o21ai_0 | 53 | 265
sky130_fd_sc_hd__clkbuf_1 | 27 | 101
## repair_timing
item,in CTS,in global routing
setup endpoints to repair,6,7
buffers inserted,4,26
hold endpoints to repair,0,0
gates resized,20,97
pin swaps,9,37
## per-stage QoR
stage / setup slack, ns / instances
2_1_floorplan: 0.397 / 910
3_3_place_gp: -0.292 / 1421
3_5_place_dp: -0.449 / 1421
4_1_cts: 0.00182 / 1425
5_1_grt: -0.0664 / 1451
6_report: 0.556 / 1451
## critical path, delay by kind of cell
kind / cells / cell delay, ns
compound gates: 24 / 3.84
xor+xnor: 1 / 0.17
fa+ha+maj: 10 / 3.24
buf+inv: 8 / 1.65
mux: 5 / 1.67
simple gates: 10 / 1.68
## worst min path at each step
stage / startpoint / end / cells after the start
finish: opcode[4] / out_n[5] / 4
global route: opcode[4] / out_n[5] / 4
CTS: opcode[4] / out_n[5] / 4
