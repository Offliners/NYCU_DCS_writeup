### run.sh
#!/bin/bash
# OpenROAD 26Q1-2900-gdf79404cd8, Yosys 0.63+post, stock flow scripts
make -C /OpenROAD-flow-scripts/flow DESIGN_CONFIG=/design/flow/config.mk WORK_HOME=/design/flow/orfs finish
### config.mk
export PLATFORM = sky130hd
export DESIGN_NAME = BCD
export DESIGN_NICKNAME = BCD
export VERILOG_FILES = /design/flow/design.v
export SDC_FILE = /design/flow/constraint.sdc
export NUM_CORES = 4
export LEC_CHECK = 1
export CORE_AREA = 10 10 70 70
export DIE_AREA = 0 0 80 80
### constraint.sdc
current_design BCD

set clk_period 5.9
set clk_io_pct 0.2

create_clock -name clk0 -period $clk_period

set non_clock_inputs [all_inputs -no_clocks]
set_input_delay [expr $clk_period * $clk_io_pct] -clock clk0 $non_clock_inputs
set_output_delay [expr $clk_period * $clk_io_pct] -clock clk0 [all_outputs]
### design.v
module BCD(
	in_bin,
	out_hundred,
	out_ten,
	out_unit
);
input [8:0] in_bin;
output logic [2:0]out_hundred;
output logic [3:0]out_ten;
output logic [3:0]out_unit;
logic [10:0] bcd_code;
always_comb begin
	bcd_code = 11'h000;
	for (int i = 0; i <= 8; i = i + 1) begin
		if (bcd_code[10:8] >= 4'h5) bcd_code[10:8] = bcd_code[10:8] + 4'h3;
		if (bcd_code[7:4] >= 4'h5) bcd_code[7:4] = bcd_code[7:4] + 4'h3;
		if (bcd_code[3:0] >= 4'h5) bcd_code[3:0] = bcd_code[3:0] + 4'h3;
		bcd_code = {bcd_code[9:0], in_bin[8-i]};
	end
end
assign {out_hundred, out_ten, out_unit} = bcd_code;
endmodule
==> impl_metrics.py <==
# Physical implementation metrics
metrics = {
    "run_status": {
        "result_of_the_run": "finished with violations",
        "failed_checks": "setup timing",
    },
    "grt": {
        "grt_max_degree": 24,
        "wire_length_of_the_first_global_routing_pass_mm": 7.92,
        "track_usage_pct": 14.3,
        "use_met3_pct": 0.909,
        "grt_use_met1_pct": 22.7,
        "grt_pass1_vias": 1734,
        "antenna_found_initial": 0,
        "met2_usage_pct": 20.9,
        "grt.busiest_layer": "met1",
        "gr-total-overflow": 0,
    },
    "worst_setup_path": {
        "critical_path_peak_fanout": 9,
        "start_kind": "primary input",
        "endpoint_kind": "output port",
        "timing.critical_path.slowest_stage_cell": "sky130_fd_sc_hd__or4_4",
        "worst_path_most_repeated_cell": "sky130_fd_sc_hd__ha_4",
        "cp-endpoint": "out_hundred[0]",
        "total_number_of_cells_along_the_worst_setup_path": 28,
        "max_incr_delay_on_cp_ns": 0.42,
        "critical_path_buf_inv_count": 7,
        "crit_arrival_ns": 5.63,
        "critPathLaunch": "in_bin[8]",
        "worst_path_dominant_cell_family": "simple AND/OR/NAND/NOR gates",
        "crit_required_ns": 4.72,
        "path_class": "in2out",
    },
    "final_timing": {
        "report.final.setup_viol": 10,
        "setup_repair_after_global_routing_missed_its_margin": "true",
        "maxSlewHeadroom_pct": 47.6,
        "timing_hold_violations_final": 0,
        "final.setup.worst_slack_ns": -0.910,
        "max_slew.worst_pin.slew_ns": 0.784,
        "post-route-min-period_ns": 6.81,
        "min_period_over_period_pct": 115,
        "drv_slew": 0,
        "max_freq_mhz": 147,
    },
    "synth": {
        "seq_area_frac_synth_pct": 0,
        "synthesis.area_um2": 1370,
        "postSynthCellCount": 199,
        "total_cells_reported_by_yosys_after_synthesis": 199,
        "synth.distinct_cells": 65,
        "synth_area_per_cell_um2": 6.87,
        "chip_area_in_the_yosys_report_um2": 1370,
        "yosys_warnings": 1,
    },
    "clocking": {
        "cts_hold_repair.buffers": 0,
    },
    "route": {
        "detail_route.iter0.violations": 93,
        "post_drt_wl_per_cell_um": 13.7,
        "num_vias": 1907,
        "drc": 0,
        "via_count_normalized_by_instance_count": 5.40,
        "firstDrtPassIters": 4,
        "postRouteAntennaNets": 0,
        "routed_wl_mm": 4.82,
        "antennaDiodeCount": 0,
    },
    "layout": {
        "ff_count": 0,
        "area.growth.synth_to_final_pct": 94.6,
        "finish.cell_count_without_fillers": 353,
        "post_route_cells_drive_above_1_share_pct": 59.0,
        "layout.area.comb_um2": 1610,
        "layout.area.seq_um2": 0,
        "fillers": 220,
        "n_clock_buffer": 0,
        "final_layout_top_logic_cell": "sky130_fd_sc_hd__buf_4",
        "design_area_um2": 2660,
        "most-common-layout-cells": "91 x sky130_fd_sc_hd__buf_4, 15 x sky130_fd_sc_hd__nor2_1, 11 x sky130_fd_sc_hd__nand2_1, 11 x sky130_fd_sc_hd__buf_6, 10 x sky130_fd_sc_hd__o21ai_0",
    },
    "placement": {
        "dpl.cell_count": 328,
        "place.port_buffers": 18,
        "placed_area_um2": 2270,
        "detailedPlacementHpwl_mm": 3.52,
        "gpl.final_weighted_congestion": 0.925,
        "placement.setup.worst_slack_ns": -1.83,
    },
    "power_and_ir_drop": {
        "power_density_nw_per_um2": 285,
        "power.share.sequential_pct": 0,
        "power.share.clock_pct": 0,
        "max-vdd-ir-drop_v": 0.000122,
        "power_report.internal_total_uw": 422,
        "static-leakage-power_uw": 0.00115,
        "power.share.switching_pct": 44.4,
        "switchingPower_uw": 337,
        "pwr-share-comb_pct": 100.0,
    },
    "flow_run": {
        "maxCapViolations": 0,
        "number_of_warnings_in_the_stage_logs": 39,
    },
    "die": {
        "initCoreUtil_pct": 40.0,
        "die_width_um": 80,
        "core_region_area_um2": 3420,
        "io_pins": 20,
        "floorplan.die.height_um": 80,
        "chip_footprint_um2": 6400,
        "core.rowCount": 21,
    },
    "hold_path": {
        "holdCritPathClass": "in2out",
    },
}
[per-layer routing]
metal | wire (um) | vias to the layer above
met1 | 2570 | 891
met3 | 139 | 0
met2 | 2110 | 25
li1 | - | 991
met5 | 0 | -
met4 | 0 | 0
[worst min-delay path by stage]
stage	from	end	slack (ns)	cells after the start
4_1_cts	in_bin[0]	out_unit[0]	2.36	0
5_1_grt	in_bin[0]	out_unit[0]	2.36	0
6_report	in_bin[0]	out_unit[0]	2.36	0
[cell type report]
| class | count | share of cell area (%) |
|---|---|---|
| Inverter | 12 | 1.93 |
| Multi-Input combinational cell | 176 | 60.5 |
| Tap cell | 46 | 2.16 |
| Timing Repair Buffer | 119 | 35.4 |
[cell usage after synthesis, types with 3 or more instances]
cell type                   instances  area, um^2
sky130_fd_sc_hd__nor2_1            18        67.6
sky130_fd_sc_hd__o21ai_0           15        75.1
sky130_fd_sc_hd__nand2_1           13        48.8
sky130_fd_sc_hd__inv_1             12        45.0
sky130_fd_sc_hd__a21oi_1           11        55.1
sky130_fd_sc_hd__ha_1              11         138
sky130_fd_sc_hd__clkbuf_1           6        22.5
sky130_fd_sc_hd__mux2i_1            6        60.1
sky130_fd_sc_hd__nand3_1            6        30.0
sky130_fd_sc_hd__nor3_1             6        30.0
sky130_fd_sc_hd__o211ai_1           6        45.0
sky130_fd_sc_hd__a31oi_1            5        31.3
sky130_fd_sc_hd__a2111oi_0          4        35.0
sky130_fd_sc_hd__a21oi_2            4        35.0
sky130_fd_sc_hd__or2_1              4        25.0
sky130_fd_sc_hd__a211oi_1           3        22.5
sky130_fd_sc_hd__and2_1             3        18.8
sky130_fd_sc_hd__buf_2              3        15.0
sky130_fd_sc_hd__mux2_2             3        33.8
sky130_fd_sc_hd__or3_1              3        18.8
sky130_fd_sc_hd__xnor2_1            3        26.3
[power groups by stage]
stage | registers, uW | logic (uW) | clock network, uW
4_1_cts | 0 | 692 | 0
5_1_grt | 0 | 826 | 0
6_report | 0 | 759 | 0
[cells by family (layout without fill, tap and decap cells)]
| logic type | Yosys count | after routing | share of synthesized area [%] |
|---|---|---|---|
| AOI/OAI and AO/OA | 80 | 80 | 43.0 |
| and+or+nand+nor | 71 | 71 | 28.5 |
| buffers and inverters | 23 | 131 | 7.41 |
| adders and majority gates | 11 | 11 | 10.1 |
| muxes | 10 | 10 | 7.87 |
| xor gates and xnor gates | 4 | 4 | 3.11 |
[metrics by stage]
stage	hold WS, ns	power, uW	TNS [ns]	util [%]
after floorplan	2.43	345	-3.72	-
after global placement	2.36	600	-14.16	66.6
after detailed placement	2.36	613	-14.98	66.6
after CTS	2.36	692	-6.54	74.0
after global routing	2.36	826	-8.81	77.9
final	2.36	759	-6.52	77.9
[what timing repair did]
action | CTS | global route
gates resized | 74 | 14
setup buffers | 17 | 8
endpoints found under the setup margin | 10 | 10
pin swaps | 37 | 16
Power figures rest on the tool's default switching activity, not on a simulated workload.
