<file path="flow/config.mk">
export PLATFORM = sky130hd
export DESIGN_NAME = Fpc
export DESIGN_NICKNAME = Fpc
export VERILOG_FILES = /design/flow/design.v
export SDC_FILE = /design/flow/constraint.sdc
export NUM_CORES = 4
export LEC_CHECK = 1
export CORE_UTILIZATION = 30
export SYNTH_HDL_FRONTEND = slang
</file>
<file path="flow/constraint.sdc">
current_design Fpc

set clk_period 12.4
set clk_io_pct 0.2

create_clock -name clk0 -period $clk_period [get_ports {clk}]

set non_clock_inputs [all_inputs -no_clocks]
set_input_delay [expr $clk_period * $clk_io_pct] -clock clk0 $non_clock_inputs
set_output_delay [expr $clk_period * $clk_io_pct] -clock clk0 [all_outputs]
</file>
<file path="flow/run.sh">
#!/bin/bash
# OpenROAD 26Q1-2900-gdf79404cd8, Yosys 0.63+post, stock flow scripts
make -C /OpenROAD-flow-scripts/flow DESIGN_CONFIG=/design/flow/config.mk WORK_HOME=/design/flow/orfs finish
</file>
<file path="flow/design.v">
module Fpc(
    clk,
    rst_n,
    in_valid,
    in_a,
    in_b,
    mode,
    out_valid,
    out
);
input clk, rst_n, in_valid, mode;
input [15:0] in_a, in_b;
output logic out_valid;
output logic [15:0] out;
parameter [1:0] IDLE   = 2'd0,
                ADD    = 2'd1,
                MUL    = 2'd2,
                OUTPUT = 2'd3;
logic [1:0] state, next_state;
logic [15:0] next_in_a, next_in_b, in_a_buf, in_b_buf;
logic [15:0] big_num, small_num;
logic signed [8:0] num1, num2;
logic signed [9:0] sum;
logic [15:0] next_out;
logic [15:0] mul_buf;
logic next_out_valid;
always @(posedge clk or negedge rst_n) begin
    if(!rst_n)
        state <= IDLE;
    else
        state <= next_state;
end
always_comb begin
    next_in_a = in_a_buf;
    next_in_b = in_b_buf;
    case(state)
        default : begin 
            next_out_valid = 1'b0;
            next_state     = IDLE;
        end
        IDLE : begin
            next_out_valid = 1'b0;
            if(in_valid) begin
                next_in_a = in_a;
                next_in_b = in_b;
                next_state = (mode) ? MUL : ADD;
            end
            else
                next_state = IDLE;
        end
        ADD : begin
            next_out_valid = 1'b1;
            next_state     = OUTPUT;
        end
        MUL : begin
            next_out_valid = 1'b1;
            next_state     = OUTPUT;
        end
        OUTPUT : begin
            next_out_valid = 1'b0;
            next_state     = IDLE;
        end
    endcase
end
always_ff @(posedge clk) begin
    in_a_buf <= next_in_a;
    in_b_buf <= next_in_b;
end
always_comb begin
    if(state == ADD) begin
        if(in_a_buf[14:7] > in_b_buf[14:7]) begin
            big_num   = in_a_buf;
            small_num = in_b_buf;
        end 
        else begin
            big_num   = in_b_buf;
            small_num = in_a_buf;
        end
        num1 = {1'b1, big_num[6:0]};
        num2 = {1'b1, small_num[6:0]} >> (big_num[14:7] - small_num[14:7]);
        if(big_num[15])   num1 = ~num1 + 1'b1;
        if(small_num[15]) num2 = ~num2 + 1'b1;
        sum = num1 + num2;
        if(sum[9]) begin
            next_out[15] = 1;
            sum = ~sum + 1'b1;
        end
        else
            next_out[15] = 0;
        if(sum[8]) begin
            next_out[14:7] = big_num[14:7] + 1;
            next_out[6:0] = sum[7:1];
        end
        else if(sum[7]) begin
            next_out[14:7] = big_num[14:7] + 0;
            next_out[6:0] = sum[6:0];
        end
        else if(sum[6]) begin
            next_out[14:7] = big_num[14:7] - 1;
            next_out[6:0] = {sum[5:0], 1'b0};
        end
        else if(sum[5]) begin
            next_out[14:7] = big_num[14:7] - 2;
            next_out[6:0] = {sum[4:0], 2'b0};
        end
        else if(sum[4]) begin
            next_out[14:7] = big_num[14:7] - 3;
            next_out[6:0] = {sum[3:0], 3'b0};
        end
        else if(sum[3]) begin
            next_out[14:7] = big_num[14:7] - 4;
            next_out[6:0] = {sum[2:0], 4'b0};
        end
        else if(sum[2]) begin
            next_out[14:7] = big_num[14:7] - 5;
            next_out[6:0] = {sum[1:0], 5'b0};
        end
        else if(sum[1]) begin
            next_out[14:7] = big_num[14:7] - 6;
            next_out[6:0] = {sum[1:0], 6'b0};
        end
        else begin
            next_out[14:7] = big_num[14:7] - 7;
            next_out[6:0] = {sum[0], 7'b0};
        end
    end
    else if(state == MUL) begin
        next_out[15] = in_a_buf[15] ^ in_b_buf[15];
        mul_buf = {1'b1, in_a_buf[6:0]} * {1'b1, in_b_buf[6:0]};
        if(mul_buf[15]) begin
            next_out[14:7] = in_a_buf[14:7] + in_b_buf[14:7] + 1 - 127;
            next_out[6:0]  = mul_buf[14:8];
        end 
        else begin
            next_out[14:7] = in_a_buf[14:7] + in_b_buf[14:7] - 127;
            next_out[6:0]  = mul_buf[13:7];
        end
    end
    else
        next_out = 16'd0;
end
always_ff @(posedge clk or negedge rst_n) begin
    if(!rst_n) begin
        out <= 16'd0;
        out_valid <= 1'b0;
    end
    else begin
        out <= next_out;
        out_valid <= next_out_valid;
    end
end
endmodule
</file>
==> results.sh <==
# implementation run metrics
export IMPL_ctsHtreeMaxLevel=2
export IMPL_die_size_y_um=158
export IMPL_timing_critical_path_required_ns=12.60
export IMPL_post_layout_total_power_uw=365
export IMPL_postCtsResizedCells=0
export IMPL_std_cell_rows=56
export IMPL_max_freq_mhz=122
export IMPL_synth_edff_count=32
export IMPL_clkSinkCount=53
export IMPL_maxCapViolations=0
export IMPL_report_final_slew_viol_count=0
export IMPL_cellPowerDensity_nw_per_um2=43.6
export IMPL_netlist_top_cells_count="sky130_fd_sc_hd__inv_1 (79), sky130_fd_sc_hd__ha_1 (73), sky130_fd_sc_hd__nand2_1 (63)"
export IMPL_yosysUniqueCellTypes=85
export IMPL_globalRouteOverflowTotal=0
export IMPL_chipWidth_um=158
export IMPL_initial_core_util=0.309
export IMPL_worst_slew_margin_rel=0.475
export IMPL_cts_clk_slew_worst_paths_ns=0.08
export IMPL_fill_cells=2435
export IMPL_post_synth_top_area_fraction=0.131
export IMPL_cts_hold_buffers=0
export IMPL_crit_end="out[14]"
export IMPL_globalplace_congestion=0.955
export IMPL_area_growth_pct=14.0
export IMPL_route_final_wire_length_mm=18.9
export IMPL_floorplan_core_area_um2=23800
export IMPL_finalHoldViolations=0
export IMPL_worstSetupEndpointType="flop"
export IMPL_cp_peak_stage_delay_ns=0.62
export IMPL_vdd_ir_drop_worst_mv=0.0696
export IMPL_first_global_vias=5878
export IMPL_detail_route_iter0_violations=376
export IMPL_boundaryPins=53
export IMPL_reg2regPathDepth=29
export IMPL_detailed_place_hpwl_mm=14.7
export IMPL_timing_critical_path_from="in_a_buf[12]"
export IMPL_globalRouteTotalUtil=0.162
export IMPL_yosys_area_top_type="sky130_fd_sc_hd__edfxtp_1"
export IMPL_drc_errors=0
export IMPL_via_count=6226
export IMPL_min_period_ns=8.18
export IMPL_clock_tree_buffer_depth=2
export IMPL_drive_gt1_frac=0.0650
export IMPL_grt_antenna_before_repair=0
export IMPL_synth_flop_count=53
export IMPL_timing_setup_critical_path_class="flop to flop"
export IMPL_timing_hold_ws_ns=0.417
export IMPL_summed_negative_setup_slack_over_all_endpoints_ns=0
export IMPL_port_buffers=52
export IMPL_route_antenna_diode_count=0
export IMPL_fp_dieArea_um2=25100
export IMPL_grt_start_max_net_pins=34
export IMPL_synth_seq_area_share=0.203
export IMPL_synthesis_area_um2=7340
export IMPL_drt_pass1_iter_count=5
export IMPL_netlist_top_cell_by_instances="sky130_fd_sc_hd__inv_1"
export IMPL_hold_path_stages=1
export IMPL_stage_log_warning_count=41
export IMPL_clk_root_buffer_cell="sky130_fd_sc_hd__clkbuf_16"
export IMPL_regToRegSetupSlack_ns=4.22
export IMPL_cp_data_arrival_time_ns=8.38
export IMPL_leak_uw=0.00357
export IMPL_topCellsByArea="sky130_fd_sc_hd__edfxtp_1 (13%), sky130_fd_sc_hd__ha_1 (12%), sky130_fd_sc_hd__fa_1 (10%)"
export IMPL_ys_cells=856
export IMPL_setup_repair_after_global_routing_missed_its_margin="false"
export IMPL_post_dp_cell_area_um2=8200
export IMPL_synthArstFlopShare=0.396
export IMPL_yosys_stat_chipArea_um2=7340
export IMPL_reg2reg_from="in_a_buf[12]"
export IMPL_max_slew_worst_pin_slew_ns=0.775
export IMPL_cts_post_setup_buffers_inserted=0
export IMPL_tritoncts="yes"
export IMPL_wl_per_cell_um=15.6
export IMPL_drt_vias_per_instance=5.14
export IMPL_post_route_period_util=0.659
export IMPL_setup_violation_total_in_the_final_timing_report=0
export IMPL_crit_path_start_kind="flop"
export IMPL_grt_first_pass_wirelength_mm=31.0
export IMPL_ant_nets=0
export IMPL_crit_reg2reg_capture="out[14]"
export IMPL_run_status="completed"
export IMPL_post_synth_inst_count=856
export IMPL_syn_area_per_cell_um2=8.58
export IMPL_class_of_the_tightest_hold_or_removal_check="flop to flop"
export IMPL_insertion_delay_ns=0.31
export IMPL_cpMostUsedCell="sky130_fd_sc_hd__ha_1"
export IMPL_crit_slowest_cell="sky130_fd_sc_hd__a2111oi_4"
export IMPL_cts_buffers=5
export IMPL_synth_main_ff_cell="sky130_fd_sc_hd__edfxtp_1"
export IMPL_synth_warning_count=0
export IMPL_fin_worst_skew_ns=0.0108
export IMPL_post_route_cell_area_um2=8370
export IMPL_cp_max_fo=23
## stage by stage
stage               std cells  worst slack, ns  utilization
floorplan                 856             4.84            -
global placement         1203             4.48        0.345
detailed placement       1203             4.36        0.345
CTS                      1211             4.30        0.352
global route             1211             3.80        0.352
finish                   1211             4.22        0.352
## state kept, by name (all words and copies together), names as in the netlist
name       cells
state          4
in_a_buf      16
in_b_buf      16
out_valid      1
out           16
## worst min path at each step
| stage | startpoint | endpoint | slack, ns |
|---|---|---|---|
| after CTS | state[3] | out_valid | 0.42 |
| after global routing | state[3] | out_valid | 0.45 |
| final | state[3] | out_valid | 0.42 |
## layer usage
metal / up-vias / share of wire / GRT usage
li1: 3124 / - / -
met5: - / 0 / 0
met3: 17 / 0.076 / 0.0443
met1: 2897 / 0.51 / 0.254
met2: 188 / 0.41 / 0.235
met4: 0 / 0.010 / 0.0147
## kinds of logic after synthesis
family,after synthesis,share of synthesized area
adder cells (fa/ha/maj),110,0.225
XOR/XNOR,47,0.0591
AND-OR/OR-AND,232,0.218
AND/OR/NAND/NOR,268,0.185
multiplexers,29,0.0470
buffers and inverters,117,0.0627
flip-flops,53,0.203
## cell type report
| cell class | instances | area [µm²] | area share |
|---|---|---|---|
| Multi-Input combinational cell | 686 | 5400 | 0.645 |
| Sequential cell | 53 | 1490 | 0.178 |
| Timing Repair Buffer | 65 | 618 | 0.0739 |
| Tap cell | 319 | 399 | 0.0477 |
| Inverter | 80 | 300 | 0.0359 |
| Clock buffer | 6 | 129 | 0.0154 |
| Clock inverter | 2 | 38.8 | 0.00463 |
## report_power, final
part / switching, µW / internal, µW
logic: 2.77 / 9.71
registers: 0 / 187
clock network: 69.4 / 96.0
## cells in the final DEF (no fill, tap or decap), drive strengths merged, types with 10 or more instances in the layout
| cell | Yosys | layout |
|---|---|---|
| nand2b | 15 | 15 |
| xnor2 | 31 | 31 |
| nor2b | 10 | 10 |
| xor2 | 16 | 16 |
| nand2 | 64 | 64 |
| edfxtp | 32 | 32 |
| a21oi | 54 | 54 |
| o21ai | 52 | 52 |
| mux2i | 21 | 21 |
| dfrtp | 20 | 20 |
| ha | 73 | 73 |
| o211ai | 12 | 12 |
| buf | 11 | 13 |
| inv | 80 | 80 |
| nand3 | 20 | 20 |
| fa | 37 | 37 |
| a211oi | 14 | 14 |
| clkdlybuf4s50 | 0 | 52 |
| and2 | 48 | 48 |
| nor2 | 61 | 61 |
| a21o | 12 | 12 |
| nor3 | 18 | 18 |
## worst max-delay path, delay by kind of cell (launching register included)
kind	cells	cell delay [ns]
multiplexers	3	1.09
adder cells (fa/ha/maj)	4	1.50
AND-OR/OR-AND	10	2.36
flip-flops	1	0.45
XOR/XNOR	3	0.53
buffers and inverters	2	0.52
AND/OR/NAND/NOR	7	1.64
