==> design.v <==
module synchronizer(D, Q, clk, rst_n);
  input D;
  input clk;
  input rst_n;  
  output Q;
  reg A1,A2;
  assign Q = A2;
  always@(posedge clk or negedge rst_n)
  begin
    if(!rst_n)
	  A1 <= 0;
	else
	  A1 <= D;  
  end
  always@(posedge clk or negedge rst_n)
  begin
    if(!rst_n)
	  A2 <= 0;
	else
	  A2 <= A1;  
  end
endmodule
module CDC(
	clk_1,
	clk_2,
	in_valid,
	rst_n,
	in_a,
	mode,
	in_b,
	out_valid,
	out
);
input clk_1; 
input clk_2;			
input rst_n;
input in_valid;
input[3:0]in_a,in_b;
input mode;
output logic out_valid;
output logic [7:0]out; 			
parameter [1:0] IDLE    = 2'd0,
				COMPUTE = 2'd1,
				OUT     = 2'd2;
logic P, Q;
logic next_P, next_Q;
logic CDC_res;
logic mode_buf, next_mode;
logic [3:0] in_a_buf, in_b_buf, next_in_a, next_in_b;
logic [1:0] state, next_state;
logic next_out_valid;
logic [7:0] next_out;
synchronizer syn(.D(P), .Q(next_Q), .clk(clk_2), .rst_n(rst_n));
always_ff @(posedge clk_1 or negedge rst_n) begin
	if(!rst_n)
		P <= 1'b0;
	else
		P <= next_P;
end
always_comb begin
	next_P = in_valid ^ P;
end
always_ff @(posedge clk_1 or negedge rst_n) begin
	if(!rst_n) begin
		mode_buf <= 1'b0;
		in_a_buf <= 4'd0;
		in_b_buf <= 4'd0;
	end
	else begin
		mode_buf <= next_mode;
		in_a_buf <= next_in_a;
		in_b_buf <= next_in_b;
	end
end
always_comb begin
	next_mode = (in_valid) ? mode : mode_buf;
	next_in_a = (in_valid) ? in_a : in_a_buf;
	next_in_b = (in_valid) ? in_b : in_b_buf;
end
always_comb begin
	CDC_res = next_Q ^ Q;
end
always_ff @(posedge clk_2 or negedge rst_n) begin
	if(!rst_n)
		Q <= 1'b0;
	else
		Q <= next_Q;
end
always_ff @(posedge clk_2 or negedge rst_n) begin
	if(!rst_n)
		state <= IDLE;
	else
		state <= next_state;
end
always_comb begin
	case(state)
		default: next_state = IDLE;
		IDLE: begin
			if(CDC_res)
				next_state = COMPUTE;
			else
				next_state = IDLE;
		end
		COMPUTE: next_state = OUT;
		OUT:     next_state = IDLE;
	endcase
end
always_comb begin
	if(state == COMPUTE) begin
		next_out_valid = 1'b1;
		next_out = (mode_buf) ? in_a_buf * in_b_buf : in_a_buf + in_b_buf;
	end
	else begin
		next_out_valid = 1'b0;
		next_out = 8'd0;
	end
end
always_ff @(posedge clk_2 or negedge rst_n) begin
	if(!rst_n) begin
		out_valid <= 1'b0;
		out       <= 8'd0;
	end 
	else begin
		out_valid <= next_out_valid;
		out       <= next_out;
	end
end
endmodule
==> run.sh <==
#!/bin/bash
# OpenROAD 26Q1-2900-gdf79404cd8, Yosys 0.63+post, stock flow scripts
make -C /OpenROAD-flow-scripts/flow DESIGN_CONFIG=/design/flow/config.mk WORK_HOME=/design/flow/orfs finish
==> config.mk <==
export PLATFORM = sky130hd
export DESIGN_NAME = CDC
export DESIGN_NICKNAME = CDC
export VERILOG_FILES = /design/flow/design.v
export SDC_FILE = /design/flow/constraint.sdc
export NUM_CORES = 4
export LEC_CHECK = 1
export CORE_AREA = 10 10 108 108
export DIE_AREA = 0 0 118 118
==> constraint.sdc <==
current_design CDC

set clk_period 1.1
set clk_io_pct 0.2

create_clock -name clk0 -period $clk_period [get_ports {clk_1}]
create_clock -name clk1 -period $clk_period [get_ports {clk_2}]

set non_clock_inputs [all_inputs -no_clocks]
set_input_delay [expr $clk_period * $clk_io_pct] -clock clk0 $non_clock_inputs
set_output_delay [expr $clk_period * $clk_io_pct] -clock clk0 [all_outputs]
==> results.tsv <==
metric	value	unit
worst_slack	-1.40	ns
grt_pass1_vias	1068	
io_pins	22	
placementRows	35	
grt_max_degree	25	
vdd_drop_max	0.000421	V
cp_max_fo	4	
design_area	2170	um2
total_leakage_power	0.970	nW
outcome	finished with violations	
violations	negative setup slack	
die_h	118	um
layout-drive-gt1-share	36.0	%
cts_tree	built	
synthCells	119	
crit_path_end	out[7]	
tightest_slew	0.292	ns
slew_viol_final	0	
placeableCoreArea	9280	um2
hold_buffers	0	
clock_skew	0.00105	ns
yosys_area	1420	um2
wl_per_cell	10.0	um
met2WireLength	1270	um
slew_headroom	80.4	%
numClockSinks	24	
rsz0062_at_grt	yes	
avgViaCountPerCell	3.35	
criticalPathCategory	register to register	
critical_path.endpoint_type	register	
routed_wirelength	3010	um
layout.area.seq	602	um2
layout_top_cells	dfrtp_1, buf_4, ha_1, clkdlybuf4s50_1, and2_1	
chipWidth	118	um
dr.pass1.iters	3	
drt-initial-drc-count	24	
drc	0	
syn_area_per_cell	11.9	um2
fp_util	15.2	%
mi_logic_area	831	um2
portBuffers	20	
place.gp.congestion	0.792	
gr-total-overflow	0	
ys_cells	119	
reg2reg_from	in_b_buf[3]	
startpoint	in_b_buf[3]	
nFillCells	1011	
place_hpwl	2530	um
clkSlewWorstSetupHoldPaths	0.06	ns
ys_warn_count	2	
wl_met3	166	um
hold_viol	0	
fin_tns_setup	-7.48	ns
chipArea	13900	um2
r2r_setup_slack	-1.40	ns
hp-class	input pin to async pin	
start_kind	register	
netlist_area	1420	um2
route.antenna.diode_count	0	
maxCapViolCount	0	
setup_viol	7	
grt_pass1_wl	5130	um
ys_types	30	
ant_nets	0	
cp.arrival	2.62	ns
synth_flops	24	
placed_cell_area	1980	um2
powerDensity	1350	nW/um2
tool_warnings	29	
wl_met1	1500	um
track_usage	4.44	%
worstPathRequired	1.22	ns
area_growth	53.3	%
yosysSeqAreaShare	42.5	%
top_layer_used	met4	
num_vias	1009	
worstReg2RegEnd	out[7]	
antenna_found_initial	0	
final_common_cell	dfrtp_1	
reg2reg_depth	9	
-- area by class of cell --
| class | count | share of cell area (%) |
|---|---|---|
| well taps | 129 | 7.44 |
| inverters | 8 | 1.38 |
| repair buffers | 47 | 20.1 |
| multi-input cells | 85 | 38.3 |
| flip-flops and latches | 24 | 27.7 |
| clock buffers | 8 | 5.07 |
-- flip-flops by register name, indices dropped and copies added (netlist names) --
signal	flops
P	1
Q	1
in_a_buf	4
in_b_buf	4
mode_buf	1
out	8
state	3
syn.A1	1
syn.A2	1
-- timing repair --
action,CTS,global route
pin swaps,5,2
gates resized,15,11
buffers inserted,1,2
setup endpoints to repair,17,12
-- layer usage --
metal	vias up	global-route usage [%]
met5	-	0
met4	0	1.16
met3	7	1.41
met2	21	6.57
met1	465	6.11
li1	516	-
-- Yosys cell counts (all sizes together) --
library cell / number / area share, %
mux2i: 3 / 2.1
xnor2: 1 / 0.62
o311ai: 1 / 0.62
fa: 5 / 7.1
a211oi: 4 / 2.1
buf: 2 / 1.1
o21a: 2 / 1.1
inv: 8 / 2.1
o21bai: 1 / 0.53
nor4b: 1 / 1.1
a2111oi: 1 / 1.1
nor3b: 1 / 0.53
a21oi: 3 / 1.3
a21o: 2 / 1.1
nand3: 1 / 0.35
nand2: 6 / 2.1
and2: 10 / 4.4
mux2: 9 / 7.2
xor2: 3 / 1.9
ha: 16 / 14
nor3: 5 / 1.8
o21ai: 2 / 0.71
nor2b: 1 / 0.44
dfstp: 1 / 1.9
dfrtp: 23 / 41
a31oi: 1 / 0.44
nor2: 6 / 1.6
-- worst max-delay path, stage by stage, from the launching register on --
cell and delay (ns):
dfrtp_1 0.38, nand2_2 0.07, fa_1 0.55, inv_2 0.04, fa_1 0.47, ha_1 0.32, a211oi_2 0.23, nor2_2 0.08
mux2i_1 0.14, o311ai_1 0.10
-- cells by family (layout without fill, tap and decap cells) --
logic type | Yosys count | after routing | share of synthesized area, %
buf+inv | 10 | 63 | 3.27
fa+ha+maj | 21 | 21 | 21.2
simple gates | 31 | 31 | 12.3
compound gates | 17 | 17 | 8.93
xor+xnor | 4 | 4 | 2.48
mux | 12 | 12 | 9.28
flops | 24 | 24 | 42.5
-- through the flow --
step | setup slack [ns] | instances | util (%) | hold WS, ns | total power (W)
after floorplan | -1.30 | 119 | - | -0.0756 | 0.00157
after global placement | -1.39 | 290 | 21.3 | 0.335 | 0.00190
after detailed placement | -1.40 | 290 | 21.3 | 0.335 | 0.00191
after CTS | -1.37 | 299 | 22.8 | 0.344 | 0.00290
after global routing | -1.55 | 301 | 23.4 | 0.366 | 0.00313
final | -1.40 | 301 | 23.4 | 0.334 | 0.00293
-- worst min-delay path by stage --
stage         startpoint  endpoint  slack, ns  cells past startpoint
CTS                rst_n    out[6]       0.34                      2
global route       rst_n         Q       0.37                      2
finish             rst_n    out[7]       0.33                      2
-- power by group --
part / total, W / internal, W / switching, W
sequential: 0.00106 / 0.000993 / 0.0000660
clock: 0.000947 / 0.000631 / 0.000317
combinational: 0.000920 / 0.000507 / 0.000413
total: 0.00293 / 0.00213 / 0.000796
Power is estimated from default activity; no workload was simulated.
